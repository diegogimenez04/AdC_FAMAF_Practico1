$ cat design.v
module adder #(parameter N = 64)
					(input logic [N-1:0] a, b,
					output logic [N-1:0] y);
	assign y = a + b;
endmodule
module alu(input logic [63:0] a, b, input logic [3:0] ALUControl,
	output logic [63:0] result, output logic zero);
	logic [63:0] res;
	always_comb
		casez(ALUControl)
			4'b0000: res = a & b;
			4'b0001: res = a | b;
			4'b0010: res = a + b;
			4'b0110: res = a + (~b + 1);
			4'b0111: res = b;
			default: res='1;
		endcase
		assign result = res;
		assign zero = res === '0 ? '1 : '0;
endmodule
module execute #(N=64) (input logic AluSrc,
	input logic [3:0] AluControl,
	input logic [63:0] PC_E, signImm_E, readData1_E, readData2_E,
	output logic [63:0] PCBranch_E, aluResult_E, writeData_E,
	output logic zero_E);
	logic [63:0] output_sl, output_mux;
	sl2#(64) sl(signImm_E, output_sl);
	adder#(64) ad(output_sl, PC_E, PCBranch_E);
	mux2#(64) mu(readData2_E, signImm_E, AluSrc, output_mux);
	alu al(readData1_E, output_mux, AluControl, aluResult_E, zero_E);
	assign writeData_E = readData2_E;
endmodule
module mux2 #(parameter N = 64)
				(input logic [N-1:0] d0, d1,
				input logic s,
				output logic [N-1:0] y);
	assign y = s ? d1 : d0;
endmodule
module sl2 #(parameter N = 64)
				(input logic [N-1:0] a,					
				output logic [N-1:0] y);
	assign y[0] = 1'b0;
	assign y[1] = 1'b0;
	assign y[N-1:2] = a[N-3:0];
endmodule
$ cat constraint.sdc
current_design execute

set clk_period 41.1
set clk_io_pct 0.2

create_clock -name clk0 -period $clk_period

set non_clock_inputs [all_inputs -no_clocks]
set_input_delay [expr $clk_period * $clk_io_pct] -clock clk0 $non_clock_inputs
set_output_delay [expr $clk_period * $clk_io_pct] -clock clk0 [all_outputs]
$ cat config.mk
export PLATFORM = sky130hd
export DESIGN_NAME = execute
export DESIGN_NICKNAME = execute
export VERILOG_FILES = /design/flow/design.v
export SDC_FILE = /design/flow/constraint.sdc
export NUM_CORES = 4
export LEC_CHECK = 1
export CORE_AREA = 10 10 228 228
export DIE_AREA = 0 0 238 238
export SYNTH_HDL_FRONTEND = slang
$ cat run.sh
#!/bin/bash
# OpenROAD 26Q1-2900-gdf79404cd8, Yosys 0.63+post, stock flow scripts
make -C /OpenROAD-flow-scripts/flow DESIGN_CONFIG=/design/flow/config.mk WORK_HOME=/design/flow/orfs finish
==> out/summary.rpt <==
==================================================================================
Tally of clock buffers in the finished layout .......................            0
Buffers inserted during post-CTS setup optimization .................            0
Die span in y .......................................................       238 um
Class of the tightest hold or removal check .........................    in -> out
Ports placed on the boundary ........................................          454
Input/output buffers ................................................          450
Share of Yosys cell area claimed by the top area cell type ..........        0.225
Number of global-route vias before repair ...........................       19,400
Global-route wire length before repair ..............................       128 mm
Post-Place Cells ....................................................        3,369
Number of flip-flops and latches ....................................            0
Required time reported for the critical path endpoint ...............     32.88 ns
Startpoint kind of the worst setup timing path ......................    input pin
Cells in synth_stat.txt .............................................        2,454
Total buffers and inverters traversed by the critical path ..........            3
CP max stage delay ..................................................      0.69 ns
Worst-path cell with the longest stage delay ........................     nor4bb_1
Total global routing overflow .......................................            0
Layout cell share with drive strength beyond 1 ......................       0.0391
Final min period ....................................................     23.15 ns
Chip width ..........................................................       238 um
All-Layer GR Usage ..................................................        0.295
Detailed-route via count ............................................       20,300
Post-DP Area ........................................................  0.0212 mm^2
Most common cell in the netlist .....................................         ha_1
Global placement routability congestion .............................         1.00
Kind of end point of the critical path ..............................   output pin
Post-route DRC violation count ......................................            0
Worst hold slack ....................................................     16.44 ns
Total power density per cell area ................................... 16.8 mW/mm^2
Leading area contributor after synthesis ............................         ha_1
Final design utilization ............................................        0.454
Fp util .............................................................        0.355
Seq/Total Area, Yosys ...............................................            0
Row count ...........................................................           79
DRC marker count from the first detailed-route iteration ............        1,621
Initial antenna violation count .....................................            1
Transition at the pin with the smallest max-transition slack ........     0.970 ns
Total count of max-transition violations in the final report ........            0
Synth-to-Final Area Change ..........................................        27.7%
YS warnings .........................................................            0
Normalized max-slew margin ..........................................        0.345
Total power of the final layout .....................................     0.357 mW
Detailed Place HPWL .................................................      73.4 mm
Register area .......................................................       0 um^2
Area contributors post-synth ........................................ ha_1 23%, a21oi_1 8.0%, inv_1 4.6%
Crit Path Class .....................................................    in -> out
Worst VDD drop ......................................................   0.00769 mV
Core box area .......................................................  0.0468 mm^2
Count of cell types in the netlist ..................................           98
Worst-path fanout max ...............................................           38
Post-layout instance area ...........................................  0.0212 mm^2
Routed wire length ..................................................      87.3 mm
Mapped Area .........................................................  0.0166 mm^2
Number of instances resized during post-cts repair ..................            0
Unrepaired setup endpoints after global routing .....................        false
Chip area ...........................................................  0.0566 mm^2
Setup TNS after final layout ........................................         0 ns
DR pass1 iterations .................................................            7
Final setup violation count .........................................            0
Maximum number of pins on one net before global-route repair ........           44
Yosys chip area .....................................................  0.0166 mm^2
Final hold viol count ...............................................            0
Leakage Power .......................................................      9.08 nW
Outcome .............................................................    completed
Placement-stage worst setup slack ...................................     17.94 ns
Family of cells with the greatest summed delay on the critical path . simple AND/OR/NAND/NOR gates
Final antenna-violating net count ...................................            0
Mean instance size in the synthesized netlist .......................    6.77 um^2
Log Warnings ........................................................          206
Hold-fix buffers at CTS .............................................            0
Upper clock frequency limit .........................................   0.0432 GHz
Crit path setup slack, layout .......................................     17.95 ns
List of most frequent post-synthesis cells .......................... 299 x ha_1, 265 x a21oi_1, 203 x inv_1, 203 x nor2_1, 132 x nand2_1
Footprint of the multi-input gates ..................................  0.0149 mm^2
Crit path cell chain ................................................ buf_4 > buf_4 > mux2i_1 > ha_1 > nor4bb_1 > or4b_1 > o21ai_1 > xor2_1 > a21oi_1 > o31ai_1 > or4_1 > or4_1 > nor4_1 > and4_1 > nand4b_1 > nor4_2 > clkdlybuf4s50_1
Synthesized instance count ..........................................        2,454
Critical path arrival ...............................................     14.93 ns
Cycle use final .....................................................        0.563
Cell Count, Final, Fillers Out ......................................        3,370
Average via count per standard cell .................................         6.02
Number of violations of the max-capacitance limit ...................            0
Filler instances ....................................................        4,744
Routed len/inst .....................................................      25.9 um
==================================================================================
cell families after synthesis:
| group | Yosys count | synth area share |
|---|---|---|
| and+or+nand+nor | 714 | 0.218 |
| xor gates and xnor gates | 86 | 0.0453 |
| adders and majority gates | 302 | 0.229 |
| AOI/OAI and AO/OA | 883 | 0.353 |
| muxes | 78 | 0.0483 |
| buffers and inverters | 391 | 0.106 |
layer usage:
layer | GRT usage | vias up | wire length, um
met1 | 0.392 | 9616 | 37400
met3 | 0.0507 | 119 | 6870
met2 | 0.491 | 924 | 40400
li1 | - | 9643 | -
met4 | 0.0697 | 0 | 2550
met5 | 0 | - | 0
layout by cell type (no fill, tap or decap), drive strengths merged, types with 12 or more instances in the layout:
cell type / instances
o21bai: 40
o31ai: 23
buf: 40
a2111oi: 19
and2: 15
o221ai: 33
nor2b: 33
o21a: 29
a211o: 13
a21oi: 267
and3: 16
a21boi: 13
o211ai: 26
nor4: 31
o21ai: 144
nand2b: 42
xor2: 25
a21o: 60
nor2: 205
ha: 299
a211oi: 41
nand4: 22
or3: 17
nor3: 64
o22ai: 35
a221o: 13
a221oi: 13
mux2i: 61
xnor2: 61
nand2: 133
or4: 12
nand3: 68
a31oi: 26
inv: 207
clkdlybuf4s50: 449
mux2: 17
final timing paths:
check / start / to / slack (ns) / cells after the start
setup / recovery: AluSrc / zero_E / 17.95 / 17
hold / removal: PC_E[0] / PCBranch_E[0] / 16.44 / 0
final cells by class:
cell class,count,area share
well taps,607,0.0358
inverters,210,0.0371
diodes,1,0.000118
repair buffers,489,0.226
multi-input cells,2063,0.701
power by group:
group	switching, mW	internal (mW)
logic	0.202	0.155
registers	0	0
clock network	0	0.00000000328
Power figures rest on the tool's default switching activity, not on a simulated workload.
