[./design.v]
module imem
	#(parameter N = 32) (
	input  logic [5:0]   addr,
	output logic [N-1:0] q
);
	logic [31:0] ROM [0:63] = '{ default : '0 };
	initial ROM [0:6] ='{32'h8b1f03e2,
		32'hb4000090,
		32'hcb010210,
		32'h8b110042,
		32'hb4ffffbf,
		32'hf8000002,
		32'hb400001f
		};
	assign q = ROM[addr];
endmodule
[./run.sh]
#!/bin/bash
# OpenROAD 26Q1-2900-gdf79404cd8, Yosys 0.63+post, stock flow scripts
make -C /OpenROAD-flow-scripts/flow DESIGN_CONFIG=/design/flow/config.mk WORK_HOME=/design/flow/orfs finish
[./config.mk]
export PLATFORM = sky130hd
export DESIGN_NAME = imem
export DESIGN_NICKNAME = imem
export VERILOG_FILES = /design/flow/design.v
export SDC_FILE = /design/flow/constraint.sdc
export NUM_CORES = 4
export LEC_CHECK = 1
export CORE_AREA = 10 10 70 70
export DIE_AREA = 0 0 80 80
export SYNTH_HDL_FRONTEND = slang
[./constraint.sdc]
current_design imem

set clk_period 1.7
set clk_io_pct 0.2

create_clock -name clk0 -period $clk_period

set non_clock_inputs [all_inputs -no_clocks]
set_input_delay [expr $clk_period * $clk_io_pct] -clock clk0 $non_clock_inputs
set_output_delay [expr $clk_period * $clk_io_pct] -clock clk0 [all_outputs]
==> run notes <==
The run has ended; figures from its reports follow.

The time the final worst path needs with I/O delays and setup came out at 1.81 ns. The tool flagged a number of max-cap violations equal to 0. The via count of the first global-routing pass is 496. The standard cell core area came out at 3420 sq um.

The die is 80 um wide. The cell area power density came out at roughly 160 nW/um^2. The last weighted congestion value of the routability-driven placer is 0.720. Looking at hold timing, the worst path starts from addr[1]. The number of antenna diodes is 0. Per the post-run analysis, buffers plus inverters along the critical path come to 5. The number of sequential cells reported for the layout is 0. The initial antenna violation count came to 0. The number of cells in the yosys synthesis report is 56. The share of power burned in registers came out at 0%.

The peak supply drop is 61.4 uV. The flow ran to the end, but the final reports show violations. The fraction of power spent switching nets came out at 41.8%. Of the cells placed in the final design, the portion with a size suffix greater than 1 is around three quarters. Per the STA report, the cell with the highest stage delay on the worst path is sky130_fd_sc_hd__or3_4. The first global-routing pass estimated 2.46 mm of wire. After detailed routing, the total wire length is 1.71 mm.

The endpoint type of the worst setup path is an output port. Among the stages of the critical path, the cell type that occurs most often is sky130_fd_sc_hd__buf_6. Walking the worst path, the cells encountered are buf_6, or3_4, buf_6, buf_6, nor3b_2, buf_4, buf_2. The number of distinct standard cells referenced by the synthesized netlist is 17. Broken down by cell family, the worst path's largest delay share belongs to simple AND/OR/NAND/NOR gates. The peak per-stage delay on the critical path came out at 0.42 ns. The data arrival time reported for the critical path is 1.47 ns. The final reports fail on setup timing. The slew check shows that the tightest pin keeps a relative margin of around 87%. The routed length per placed instance is 11.4 um. In this run the count of I/O pins placed on the die edge is 38.

The average footprint of a synthesized cell came out at 7.89 sq um. The sequential area share after synthesis came out at 0%. The clock tree buffer count of the final layout is 0. Global routing used 4.59% of the available tracks across all layers. Setup slack on the critical path of the routed design comes to -0.111 ns. The path type of the worst setup path is in2out. The post-placement worst setup slack is -0.774 ns. Hold analysis shows the worst path with a depth of 4. The violation count after the first detailed-routing iteration came out at 8.

The setup violation total in the final timing report is 13. The synthesized netlist occupies a cell area of 442 sq um. The highest clock frequency the design can meet came out at 552 MHz. For reference, the critical path is launched at addr[4].

The number of warnings reported in the yosys synthesis log came out at 0. The class of the tightest hold or removal check is in2out. The leakage component of the power was reported as around 0.56 nW. Global routing finished with a remaining overflow of 0. The total die area came out at between 6000 and 7000 sq um. Once the floorplan was initialized, standard cells occupied between 10% and 20% of the core. The detailed-route via count came out at 530.

Once detailed placement completed, the half-perimeter wirelength came to 1.16 mm. The switching power came out at 0.0000629 W. STA lists the maximum fanout along the critical path as 3. STA classifies the critical path startpoint as a primary input. The placement report lists the number of port buffers as 38. The number of nets with antenna violations after detailed routing came out at 0. The iteration count recorded for the first detailed-route pass is 2. Looking at the power breakdown, the clock network takes 0% of the total. The combinational gate area came out at 333 sq um. The pin slew with the least headroom to its limit came out at 0.198 ns. The row count is 21.

The filler cells instantiated in the layout total about 380. OpenROAD emitted warnings numbering 38. Relative to the synthesized area, the layout overhead comes to 114%.

Hold is met by 1.02 ns. The post-route fraction of the period consumed by the critical path came out at 107%. The combinational group share of total power came out at 100.0%.

The area taken by flip-flops and latches is 0 sq um. The DRC violations left is 0. Entering global routing, the biggest net connects 13 pins. The internal power component came out at 0.0000875 W.

The number of endpoints with negative hold slack in the final report came out at 0. The routed via count divided by cell count came out at around 3.5. The area recorded from the Yosys report for this design is 442 sq um.

The cell count after synthesis came out at about 56. Setup repair after global routing could not meet its margin everywhere. The final timing report lists a max-slew violation count of 0.

The endpoint with the worst hold slack is q[16]. Per the OpenROAD floorplan log, the height of the die is 80 um. STA puts the critical path data required time at 1.36 ns.
-- cell usage after synthesis (all sizes together) --
cell    number  area share (%)
nand2        2             1.7
nor2         8             8.5
a211oi       5              13
a21oi        6              12
ha           5              14
or3          1             2.5
or2          3             4.2
nand2b       1             1.4
buf         19              35
nor3b        1             1.7
nor2b        2             2.8
inv          3             2.5
-- tightest hold or removal path: stages --
cell	delay (ns)
sky130_fd_sc_hd__buf_6	0.08
sky130_fd_sc_hd__buf_6	0.11
sky130_fd_sc_hd__a211oi_2	0.06
sky130_fd_sc_hd__clkbuf_2	0.09
-- worst max path at each step --
stage	cells past startpoint	to
after CTS	4	q[11]
after global routing	7	q[2]
final	7	q[2]
-- cells by family after synthesis --
kind of cell             Yosys count  share of synthesized area [%]
buffers and inverters             22                           38.0
adder cells (fa/ha/maj)            5                           14.2
AND/OR/NAND/NOR                   18                           22.9
AND-OR/OR-AND                     11                           24.9
-- through the flow --
step	total power (W)	instance area [sq um]	TNS [ns]	utilization [%]	instances
finish	0.000150	946	-0.919	27.7	151
global route	0.000165	946	-1.48	27.7	151
CTS	0.000143	891	-1.14	26.1	145
detailed placement	0.000115	803	-21.60	23.5	130
global placement	0.000114	803	-20.96	23.5	130
floorplan	0.0000552	442	0	-	56
-- layer usage --
layer | vias to the layer above | wire length [um] | track usage, %
met4 | 0 | 0 | 0
met1 | 229 | 819 | 6.53
met5 | - | 0 | 0
met3 | 0 | 304 | 2.84
met2 | 31 | 590 | 6.02
li1 | 270 | - | -
-- power by group through the flow --
stage         Combinational [W]  Sequential [W]  Clock (W)
CTS                    0.000143               0          0
global route           0.000165               0          0
finish                 0.000150               0          0
-- layout make-up --
class                           count  area share, %
Multi-Input combinational cell     35           35.2
Tap cell                           46           6.08
Inverter                            3           1.19
Timing Repair Buffer               67           57.5
-- cells in the final DEF (no fill, tap or decap), drive strengths merged --
cell	instances
a21oi	6
dlymetal6s2s	4
clkbuf	2
or3	2
nor3b	1
or2	3
buf	50
ha	5
nor2b	2
nand2	2
inv	3
nor2	8
dlygate4sd2	11
a211oi	5
nand2b	1
-- timing repair --
| action | 4_1_cts | 5_1_grt |
|---|---|---|
| buffers inserted | 14 | 6 |
| pin swaps | 6 | 5 |
| setup endpoints to repair | 32 | 12 |
| gates cloned | 1 | 0 |
| resized | 104 | 10 |
| hold buffers | 0 | 0 |
Power figures rest on the tool's default switching activity, not on a simulated workload.
