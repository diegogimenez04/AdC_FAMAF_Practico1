===== ./constraint.sdc =====
current_design regfile

set clk_period 11.5
set clk_io_pct 0.2

create_clock -name clk0 -period $clk_period [get_ports {clk}]

set non_clock_inputs [all_inputs -no_clocks]
set_input_delay [expr $clk_period * $clk_io_pct] -clock clk0 $non_clock_inputs
set_output_delay [expr $clk_period * $clk_io_pct] -clock clk0 [all_outputs]

===== ./run.sh =====
#!/bin/bash
# OpenROAD 26Q1-2900-gdf79404cd8, Yosys 0.63+post, stock flow scripts
make -C /OpenROAD-flow-scripts/flow DESIGN_CONFIG=/design/flow/config.mk WORK_HOME=/design/flow/orfs finish

===== ./design.v =====
module regfile (input logic clk, we3,
           input logic [4:0] ra1, ra2, wa3,
           input logic [63:0] wd3,
           output logic [63:0] rd1, rd2);
  logic [63:0] rf [0:31] = '{64'd0, 64'd1, 64'd2, 64'd3, 64'd4, 64'd5, 64'd6, 64'd7, 64'd8, 64'd9,
                    64'd10, 64'd11, 64'd12, 64'd13, 64'd14, 64'd15, 64'd16, 64'd17, 64'd18, 64'd19, 
                    64'd20, 64'd21, 64'd22, 64'd23, 64'd24, 64'd25, 64'd26, 64'd27, 64'd28, 64'd29, 
                    64'd30, 64'd31};
  assign rd1= (ra1 === 5'b11111) ? 64'b0 : rf[ra1];
  assign rd2= (ra2 === 5'b11111) ? 64'b0 : rf[ra2];
  always_ff@(posedge clk)
	if(we3) rf[wa3] <= wd3;
endmodule

===== ./config.mk =====
export PLATFORM = sky130hd
export DESIGN_NAME = regfile
export DESIGN_NICKNAME = regfile
export VERILOG_FILES = /design/flow/design.v
export SDC_FILE = /design/flow/constraint.sdc
export NUM_CORES = 4
export LEC_CHECK = 1
export CORE_UTILIZATION = 30
export SYNTH_HDL_FRONTEND = slang

==> results.txt <==
Implementation results are summarized by area below.

Synth
The register bit count reported by yosys is 2048. The commonest cells after synthesis are 2048 x sky130_fd_sc_hd__edfxtp_1, 854 x sky130_fd_sc_hd__mux4_2, 455 x sky130_fd_sc_hd__mux2i_1, 256 x sky130_fd_sc_hd__nand2_1, 167 x sky130_fd_sc_hd__clkbuf_1. In the post-synthesis netlist, the cell with the most instances is sky130_fd_sc_hd__edfxtp_1. The mean post-synth cell area is 19.58 µm². The synthesized area is 94570 µm².

The proportion of netlist area held by the largest area contributor is 65.03%. The number of flops mapped to enable cells by yosys is 2048. The yosys cell count is 4829. Yosys reported that registers with async set or reset make up 0%. The count of unique library cells instantiated by Yosys is 51. The synthesis report names the predominant flop master as sky130_fd_sc_hd__edfxtp_1. The total of warnings raised by yosys is 0. The main area contributors are sky130_fd_sc_hd__edfxtp_1 65%, sky130_fd_sc_hd__mux4_2 20%, sky130_fd_sc_hd__mux2i_1 4.8%, sky130_fd_sc_hd__mux2_2 1.3%, sky130_fd_sc_hd__o221ai_1 1.1%. The synthesized netlist has a Yosys-reported chip area of 94570 µm². The largest total area in the synthesized netlist belongs to sky130_fd_sc_hd__edfxtp_1.

Synthesis produced a netlist whose cell count is 4829. Summing the sequential cell areas from Yosys gives 65.03% of the chip area.

Timing
The minimum clock period after layout is 8648 ps. The final layout reports a setup TNS of 0 ps. The final hold violation count is 0. In the final report, the number of pins over their slew limit comes to 0. For this run, the top clock speed supported by timing is 0.1156 GHz. Setup repair after global routing left no endpoint under its margin.

The part of the cycle the worst path needs is 75.20%. The transition at the pin with the smallest max-transition slack is 1018 ps. The slew check shows that the tightest pin keeps a relative margin of 31.91%.

For this run, the final setup violation count is recorded as 0.

Power and ir drop
Summing internal, switching and leakage power gives 16.44 mW. The leakage power total is 34.58 nW. The fraction of power spent switching nets is 22.97%.

The design internal power is 12.67 mW. The portion of total power attributed to the clock network is 40.0%. The portion of total power attributed to combinational logic is 9.3%. The worst-case IR drop observed on VDD is 115.2 µV. Looking at the power breakdown, sequential logic takes 50.7% of the total. Total power normalized to cell area comes to 150.8 nW/µm². The net switching component of the power is 3.777 mW.

Clock tree
The buffer count from post-CTS setup fixing is 0. The report puts the hold buffer count at CTS at 0. Looking at the clock tree report, the root buffer type is sky130_fd_sc_hd__clkbuf_16. The H-tree generated during clock tree synthesis spans 4 levels. The clock tree from TritonCTS is done. In this run, CTS created clock tree buffers numbering 208.

For this design, the sink count on the clock tree is 2048. Gates resized during post-CTS repair numbered 0. The buffer levels on the longest clock path is 4. Looking at the worst setup and hold paths, the clock pins of their registers show a slew of 60 ps.

Final layout
The register with the most flip-flops in the layout has 2048 of them. Ranked by flip-flop count, first place goes to rf. The layout-stage area growth over the synthesis result is 15.33%. The largest registers in the layout are rf: 2048 flops.

Cells with a size suffix above 1 make up 29.82% of the layout.

Drt
The first TritonRoute pass finished after 8 iterations. In the routed layout, each cell is associated on average with a via count of 5.721. The detailed router reports a met3 wire length of 63390 µm. Detailed-route iteration 0 reported a violation count of 3428. The post-detailed-route DRC marker count is 0. Wires add up to 315000 µm.

The routed length per placed instance is 33.40 µm. The number of nets with antenna violations after detailed routing is 0. The routed wirelength on the met1 layer is recorded as 93130 µm. Signal routing reaches up to met5. Detailed routing placed a total of 146200 µm of wire on met2. For this block, the via count after detailed routing is 53957.

Global route
Global routing used 21.33% of the available tracks. The largest net degree at the start of global routing is 87. The initial antenna violation count came to 23. The number of global-route vias before repair came to 60016.

For this run the aggregate overflow at the end of global routing stands at 0. The first global-routing pass estimated 443100 µm of wire.

Floorplanning
The total area inside the core boundary comes to 312700 µm². The chip area is 317500 µm². The die boundary width is 563.4 µm. The placement row count is 205. The initial standard-cell utilization of the core is 30.25%. For this design the top-level I/O count stands at 209. According to the floorplan report, the die height is 563.4 µm.

Worst setup path
According to the timing report, the data required time at the worst endpoint equals 9200 ps. Among the stages of the critical path, the cell type that occurs most often is sky130_fd_sc_hd__buf_4. The arrival time at the worst endpoint is 6350 ps. The category of the worst setup path capture point is a primary output. The critical path's slowest cell is sky130_fd_sc_hd__nor2b_4. STA classifies the critical path startpoint as a primary input. Grouping stages by cell kind, the critical path spends the most delay in buffers and inverters. The number of buffer and inverter stages on the critical path is 5. For reference, the most critical setup path is categorized as in2out. The report lists the cells along the critical path as buf_8 > buf_4 > nand3_2 > nor2b_4 > buf_4 > a211oi_1 > buf_4 > clkdlybuf4s50_1. The maximum fanout count along the critical path is 43. The worst stage delay on the critical path is 790 ps.

Min path
STA shows the worst min-delay path finishing at rf[16][38]. STA lists the startpoint of the worst hold path as wd3[38]. The class of the tightest hold or removal check is in2reg. The worst hold path cell count is 2.

Placement
Routability-driven placement finished with a final weighted congestion of 0.8577. The half-perimeter wire length after placement is 181200 µm. The count of input and output buffers is 208.

Run
The stage logs contain a warning count of 26. The number of violations of the max-capacitance limit is 0.

Status
The flow ran to the end, and the final reports show no timing, DRC or antenna violations.
## power groups by stage
stage         sequential (mW)  combinational, mW  clock (mW)
global route             8.35               1.64        6.95
CTS                      8.34               1.55        6.67
finish                   8.34               1.53        6.57
## worst max path at each step
stage | startpoint | end | slack [ps] | cells past startpoint
4_1_cts | ra2[0] | rd2[5] | 2940 | 9
5_1_grt | ra1[1] | rd1[29] | 2620 | 9
6_report | ra1[1] | rd1[63] | 2850 | 8
## through the flow
step	hold WS [ps]	worst slack (ps)	area, µm²	instances	util [%]
2_1_floorplan	2399	5144	94570	4829	-
3_3_place_gp	3124	2936	102600	9053	32.82
3_5_place_dp	3129	2944	102600	9053	32.82
4_1_cts	2211	2938	109000	9422	34.87
5_1_grt	2255	2618	109100	9425	34.88
6_report	2258	2852	109100	9432	34.88
## kinds of logic after synthesis
kind of cell    count (synthesis)  share of synthesized area [%]
buf+inv                       405                          2.055
compound gates                535                          4.532
flops                        2048                          65.03
simple gates                  427                          1.977
mux                          1414                          26.40
## metal layers
layer  track usage [%]  vias to the layer above
li1                  -                    21579
met2             31.73                     4423
met4             6.219                       29
met3             19.13                      667
met1             21.41                    27259
met5             1.867                        -
## final cells by class
| type | count | area (µm²) |
|---|---|---|
| Sequential cell | 2048 | 61500 |
| Tap cell | 4140 | 5180 |
| Inverter | 5 | 38.79 |
| Clock buffer | 255 | 5445 |
| Multi-Input combinational cell | 2376 | 31460 |
| Antenna cell | 10 | 25.02 |
| Fill cell | 28511 | 203600 |
| Clock inverter | 114 | 983.4 |
| Timing Repair Buffer | 484 | 4438 |
## cell usage in the layout, fill, tap and decap left out, types with 7 or more instances in the layout
cell	netlist	layout
sky130_fd_sc_hd__clkinv_1	1	53
sky130_fd_sc_hd__nand3b_1	9	9
sky130_fd_sc_hd__a2111oi_0	10	9
sky130_fd_sc_hd__clkbuf_1	167	44
sky130_fd_sc_hd__or3_1	7	7
sky130_fd_sc_hd__buf_4	45	256
sky130_fd_sc_hd__nand2_1	256	255
sky130_fd_sc_hd__bufinv_16	0	16
sky130_fd_sc_hd__a221o_1	91	91
sky130_fd_sc_hd__o31a_1	8	8
sky130_fd_sc_hd__diode_2	0	10
sky130_fd_sc_hd__a21oi_1	34	34
sky130_fd_sc_hd__a32oi_1	8	8
sky130_fd_sc_hd__and2_1	14	13
sky130_fd_sc_hd__nor2b_1	17	12
sky130_fd_sc_hd__mux2_2	105	105
sky130_fd_sc_hd__clkinv_2	0	33
sky130_fd_sc_hd__buf_12	0	21
sky130_fd_sc_hd__o22ai_1	66	66
sky130_fd_sc_hd__and3_1	25	25
sky130_fd_sc_hd__a221oi_1	69	69
sky130_fd_sc_hd__o211ai_1	11	11
sky130_fd_sc_hd__nor2_1	68	35
sky130_fd_sc_hd__mux2i_1	455	455
sky130_fd_sc_hd__clkdlybuf4s50_1	0	198
sky130_fd_sc_hd__a211oi_1	55	55
sky130_fd_sc_hd__o21ai_0	32	32
sky130_fd_sc_hd__nor2_4	0	33
sky130_fd_sc_hd__nand3_1	11	8
sky130_fd_sc_hd__a21o_1	11	11
sky130_fd_sc_hd__o221ai_1	118	118
sky130_fd_sc_hd__clkbuf_16	0	211
sky130_fd_sc_hd__edfxtp_1	2048	2048
sky130_fd_sc_hd__mux4_2	854	854
Power and IR drop assume default switching activity.
